File: flow/config.mk
export PLATFORM = sky130hd
export DESIGN_NAME = ButtonCounter
export DESIGN_NICKNAME = ButtonCounter
export VERILOG_FILES = /design/flow/design.v
export SDC_FILE = /design/flow/constraint.sdc
export NUM_CORES = 4
export LEC_CHECK = 1
export CORE_UTILIZATION = 30
File: flow/constraint.sdc
current_design ButtonCounter

set clk_period 3.6
set clk_io_pct 0.2

create_clock -name clk0 -period $clk_period [get_ports {clk}]

set non_clock_inputs [all_inputs -no_clocks]
set_input_delay [expr $clk_period * $clk_io_pct] -clock clk0 $non_clock_inputs
set_output_delay [expr $clk_period * $clk_io_pct] -clock clk0 [all_outputs]
File: flow/design.v
`timescale 1ns / 1ps
module ButtonCounter(countout, btn_0, btn_1, reset, clk, num_0, num_1, paddlewidth);
	input btn_0, btn_1, reset, clk;
	input [3:0] num_0, num_1;
	output [8:0] countout;	
	reg [8:0] count = 9'b011011100;
	wire btn_0_edge, btn_1_edge;
	input [5:0] paddlewidth;
	wire reset_debounced;
	PosedgeDetector p1(btn_0_edge, clk, btn_0);
	PosedgeDetector p2(btn_1_edge, clk, btn_1);
	Debouncer250ms d1(reset_debounced, reset, clk);
	always @ (posedge clk) begin
		if (reset_debounced || num_0 > 8 || num_1 > 8) begin
			count <= 9'b011011100;
		end else if (btn_0_edge && count >= 10 && count <= 470 - paddlewidth) begin
			count <= count + 9'b111111111;
		end else if (btn_1_edge && count <= 470 - paddlewidth && count >= 10) begin
			count <= count + 9'b000000001;
		end else if (count < 10) begin
			count <= 10;
		end else if (count > 470 - paddlewidth) begin
			count <= 470 - paddlewidth;
		end else begin
			count <= count;
		end
	end
	assign countout = count;
endmodule
`timescale 1ns / 1ps
module Debouncer250ms(debounced, signal, clk);
	input signal;
	input clk;
	output debounced;
	reg [25:0] delay =26'b0;
	reg [1:0] state = 2'b00;
	reg debounced = 1'b0;
	always @ (posedge clk) begin
		case (state)
			2'b00: begin
				if (signal) begin
					state = 2'b01;
				end
				debounced = 0;
				delay = 26'b0;
			end
			2'b01: begin
				debounced = 1;
				state = 2'b10;
			end
			2'b10: begin
				if (delay >= 25000000) begin
					state = 2'b00;
				end
				else begin
					delay = delay + 1;
				end
			end
		endcase
	end
endmodule
`timescale 1ns / 1ps
module PosedgeDetector(edgeout, clk, signal);
	input clk;
	input signal;
	output edgeout;
	wire signal;
	wire edgeout;
	reg signal_d;
	always @ (posedge clk) begin
		signal_d <= signal;
	end
	assign edgeout = signal & (~signal_d);
endmodule
File: flow/run.sh
#!/bin/bash
# OpenROAD 26Q1-2900-gdf79404cd8, Yosys 0.63+post, stock flow scripts
make -C /OpenROAD-flow-scripts/flow DESIGN_CONFIG=/design/flow/config.mk WORK_HOME=/design/flow/orfs finish
==> impl_metrics.ini <==
; synthesis and place-and-route metrics
[status]
status = finished clean

[final_timing]
finalSetupViolCount = 0
fin_skew_ns = 0.00586
slew_viol_final = 0
fin_crit_sh_pct = 89.6
slew_headroom_pct = 58.8
fmax_mhz = 310
tns_ns = 0
rsz0062_at_grt = no
hold_viol = 0
min_period_ns = 3.23
fin_hold_ws_ns = 0.642
worstMarginPinSlew_ns = 0.614

[logic_synthesis]
synth-edff-count = 29
synth.avg_cell_area_um2 = 9.28
yosysTopAreaCell = edfxtp_1
ys_top_logic_family = simple AND/OR/NAND/NOR gates
ys_top_cells_by_count = edfxtp_1 (29), and2_1 (24), xnor2_1 (21), o21ai_0 (20), nand2_1 (19)
syn_area_um2 = 2940
synthTopCellsByArea = edfxtp_1 (30%), dfxtp_1 (7.5%), ha_1 (6.8%), xnor2_1 (6.3%), and2_1 (5.1%)
synth_cell_types = 51
synth.yosys.seq_area_share_pct = 37.1
adder_share_pct = 6.81
aoi_share_pct = 17.7
xor_share_pct = 8.63
netlist_instances = 317
top_cell = edfxtp_1
numSynthFlops = 40
ys_cells = 317
top_cell_area_share_pct = 29.6
synth-async-reset-ratio_pct = 0
mux_share_pct = 0.766
ys_sh_simple_pct = 25.8
ys.warnings.count = 3
ys.flop_type = edfxtp_1
synth_chip_area_um2 = 2940

[die]
dieArea_um2 = 10200
die_height_um = 101
row_count = 35
initCoreUtil_pct = 31.4
core_area_um2 = 9370
io_pins = 27
die_w_um = 101

[routing]
detail-route-antenna-nets = 0
avgRoutedWirePerCell_um = 13.8
drc = 0
routed_wl_mm = 6.51
route.vias.total = 2465
drtIter0Drc = 116
dr.pass1.iters = 4
via_per_inst = 5.23
num_antenna_cells = 0

[setup_path]
critPathKind = in2reg
critPathCaptureType = flip-flop
worstSetupStartpointType = input pin
reg2reg_depth = 8
crit_arrival_ns = 3.42
required_ns = 3.80
critPathMaxFanout = 14

[clocking]
htree_num_levels = 2
hold_buffers = 0
postCtsSetupRepairBufs = 0
cts_tree = yes
cts.sinks = 40
path_clk_slew_ns = 0.08
post_cts_resized = 0
cts_buffers = 5
insertion_delay_ns = 0.29
cts_max_path_buffers = 2
root_buffer = clkbuf_8

[worst_hold_path]
hp-class = reg2reg
hold_depth = 3

[power_and_ir_drop]
p_per_area_nw_per_um2 = 571
power.leakage_nw = 1.20
irDropWorstVdd_mv = 0.339

[layout]
drive_gt1_share_pct = 6.73
logic_area_um2 = 1760
area_delta_synth_final_pct = 17.3
seqCellArea_um2 = 1090
fillers = 942

[global_route]
overflow = 0
grt_pass1_wl_mm = 10.9
grt_max_degree = 30
antenna_found_initial = 0
grt_usage_pct = 13.7
grt_pass1_vias = 2244

[placed_design]
dp_hpwl_mm = 4.67
io_buffers = 26
place.gp.congestion = 0.898

[flow_run]
warnings = 31
cap_violations = 0
## layer usage
layer	GRT usage [%]	share of wire, %
met3	1.83	5.3
met1	20.6	46
met5	0	0
met2	22.1	48
met4	2.23	1.2
## state kept, by name (all words and copies together), names as in the netlist
signal and cells:
p1.signal_d 1, count 9, p2.signal_d 1, d1.delay 26, d1.debounced 1, d1.state 2
## critical path: stages
cell and delay [ns]:
clkdlybuf4s50_1 0.46, and3_1 0.23, o21ai_0 0.18, xor2_1 0.22
ha_1 0.28, a211o_1 0.26, o211ai_1 0.11, a21oi_1 0.13
and2_1 0.33, or3_1 0.41, o311ai_0 0.09
## worst paths after layout
| path | startpoint | end | slack, ns |
|---|---|---|---|
| max reg2reg | count[0]$_SDFFE_PP0P_ | count[4]$_SDFFE_PP1P_ | 0.91 |
| min | d1.debounced$_DFFE_PP_ | count[3]$_SDFFE_PP1P_ | 0.64 |
| min reg2reg | d1.debounced$_DFFE_PP_ | count[3]$_SDFFE_PP1P_ | 0.64 |
| max | paddlewidth[0] | count[6]$_SDFFE_PP1P_ | 0.37 |
## power by group
part | switching (mW) | internal [mW] | leakage (nW) | total [mW]
Clock | 0.162 | 0.202 | 0.0532 | 0.364
Sequential | 0.195 | 0.782 | 0.375 | 0.977
Combinational | 0.331 | 0.298 | 0.771 | 0.629
Total | 0.688 | 1.28 | 1.20 | 1.97
## layout make-up
type	instances	share of cell area, %
Multi-Input combinational cell	254	51.0
Inverter	9	0.979
Clock inverter	3	1.09
Timing Repair Buffer	31	8.63
Tap cell	129	4.68
Clock buffer	5	1.99
Sequential cell	40	31.6
## metrics by stage
stage	util [%]	instance area, um^2	power [mW]	worst slack (ns)	instances
floorplan	-	2940	1.41	0.728	317
CTS	36.8	3450	1.99	0.372	471
global placement	35.7	3340	1.61	0.116	463
detailed placement	35.7	3340	1.62	0.0673	463
finish	36.8	3450	1.97	0.373	471
global route	36.8	3450	2.11	0.0990	471
## cells by family after synthesis
family / count (synthesis)
xor+xnor: 29
buf+inv: 23
fa+ha+maj: 16
flops: 40
simple gates: 131
mux: 2
compound gates: 76
## placed cells by master (no fill, tap or decap), types with 7 or more instances in the layout
cell / instances
edfxtp_1: 29
clkdlybuf4s50_1: 26
and2_1: 24
xnor2_1: 21
o21ai_0: 20
nand2_1: 19
ha_1: 16
a21oi_1: 15
nand3_1: 15
nor2_1: 14
dfxtp_1: 11
inv_1: 9
nand4_1: 9
and3_1: 8
xor2_1: 8
nor2b_1: 7
or3_1: 7
Power figures rest on the tool's default switching activity, not on a simulated workload.
