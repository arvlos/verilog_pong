==> flow/design.v <==
`timescale 1ns / 1ps
module vga_controller_640_60 (rst,pixel_clk,HS,VS,hcounter,vcounter,blank);
	input rst, pixel_clk;	 
	output reg HS, VS, blank;	 
	output reg [10:0] hcounter, vcounter;	 
	parameter HMAX = 800; 	 
	parameter VMAX = 525; 	 
	parameter HLINES = 640;	 
	parameter HFP = 648; 	 
	parameter HSP = 744; 	 
	parameter VLINES = 480;	 
	parameter VFP = 482; 	 
	parameter VSP = 484; 	 
	parameter SPP = 0;		 
	wire video_enable;	 
	always@(posedge pixel_clk)begin
		blank <= ~video_enable; 
	end
	always@(posedge pixel_clk)begin
		if(rst == 1) hcounter <= 0;
		else if (hcounter == HMAX) hcounter <= 0;
		else hcounter <= hcounter + 1'b1;
	end
	always@(posedge pixel_clk)begin
		if(rst == 1) vcounter <=0;
		else if(hcounter == HMAX) begin
			if(vcounter == VMAX) vcounter <= 0;
			else vcounter <= vcounter + 1'b1; 
		end
	end
	always@(posedge pixel_clk)begin
		if(hcounter >= HFP && hcounter < HSP) HS <= SPP;
		else HS <= ~SPP; 
	end
	always@(posedge pixel_clk)begin
		if(vcounter >= VFP && vcounter < VSP) VS <= SPP;
		else VS <= ~SPP; 
	end
	assign video_enable = (hcounter < HLINES && vcounter < VLINES) ? 1'b1 : 1'b0;
endmodule
`timescale 1ns / 1ps
module vga_display(R, G, B, HS, VS, 
							rst, clk, invis_switch, count_0, count_1, 
								ball_x, ball_y, score0, score1, winner, paddlewidth);
	input rst;	 
	input clk;	 
	input [3:0] score0;
	input [3:0] score1;
	input [1:0] winner;
	input [5:0] paddlewidth;
	input invis_switch; 
	input [8:0] count_0, count_1;
	output reg [2:0] R, G;
	output reg [1:0] B;
	output HS;
	output VS;
	input [9:0] ball_x;
	input [8:0] ball_y;
	wire [10:0] hcount, vcount;	 
	wire blank;	 
	wire paddle_0;	 
	wire paddle_1;
	wire ball;
	wire frame_t, frame_b;
	parameter N = 2;	 
	reg clk_25Mhz;
	reg [N-1:0] count;
	always @ (posedge clk) begin
		count <= count + 1'b1;
		clk_25Mhz <= count[N-1];
	end
	vga_controller_640_60 vc(
		.rst(rst), 
		.pixel_clk(clk_25Mhz), 
		.HS(HS), 
		.VS(VS), 
		.hcounter(hcount), 
		.vcounter(vcount), 
		.blank(blank));
	reg [9:0] ssd_0_offset_x = 10;
	reg [9:0] ssd_0_offset_y = 20;
	reg num_0_A = 0;
	reg num_0_B = 0;
	reg num_0_C = 0;
	reg num_0_D = 0;
	reg num_0_E = 0;
	reg num_0_F = 0;
	reg num_0_G = 0;
	reg [6:0] num_0_all = 0;
	reg [9:0] ssd_w_offset_x = 150;
	reg [9:0] ssd_w_offset_y = 230;
	reg [9:0] ssd_i_offset_x = 180;
	reg [9:0] ssd_i_offset_y = 230;
	reg [9:0] ssd_n_offset_x = 190;
	reg [9:0] ssd_n_offset_y = 230;
	reg [9:0] ssd_1_offset_x = 620;
	reg [9:0] ssd_1_offset_y = 20;
	reg num_1_A = 0;
	reg num_1_B = 0;
	reg num_1_C = 0;
	reg num_1_D = 0;
	reg num_1_E = 0;
	reg num_1_F = 0;
	reg num_1_G = 0;
	reg [6:0] num_1_all = 0;
	wire ssd_0_A, ssd_0_B, ssd_0_C, ssd_0_D, ssd_0_E, ssd_0_F, ssd_0_G;
	wire ssd_w_1;
	wire ssd_w_2;
	wire ssd_w_3;
	wire ssd_w_4;
	wire ssd_i_1;
	wire ssd_n_1;
	wire ssd_n_2;
	wire ssd_n_3;	
	wire ssd_1_A, ssd_1_B, ssd_1_C, ssd_1_D, ssd_1_E, ssd_1_F, ssd_1_G;
	assign paddle_0 = ~blank & (hcount >= 30 & hcount <= 40 & vcount >= count_0 & vcount <= count_0 + paddlewidth);
	assign paddle_1 = ~blank & (hcount >= 600 & hcount <= 610 & vcount >= count_1 & vcount <= count_1 + paddlewidth);
	assign ball = ~blank & (hcount >= ball_x & hcount <= ball_x + 8 & vcount >= ball_y & vcount <= ball_y + 8);
	assign frame_t = ~blank & (hcount >= 0 & hcount <= 640 & vcount >= 0 & vcount <= 10);
	assign frame_b = ~blank & (hcount >= 0 & hcount <= 640 & vcount >= 470 & vcount <= 480);
	assign ssd_0_A = ~blank & (hcount >= ssd_0_offset_x & hcount <= ssd_0_offset_x + 12 & vcount >= ssd_0_offset_y & vcount <= ssd_0_offset_y + 3) & ~num_0_A;
	assign ssd_0_B = ~blank & (hcount >= ssd_0_offset_x + 9 & hcount <= ssd_0_offset_x + 12 & vcount >= ssd_0_offset_y & vcount <= ssd_0_offset_y + 10) & ~num_0_B;
	assign ssd_0_C = ~blank & (hcount >= ssd_0_offset_x + 9 & hcount <= ssd_0_offset_x + 12 & vcount >= ssd_0_offset_y + 10 & vcount <= ssd_0_offset_y + 20) & ~num_0_C;
	assign ssd_0_D = ~blank & (hcount >= ssd_0_offset_x & hcount <= ssd_0_offset_x + 12 & vcount >= ssd_0_offset_y + 17 & vcount <= ssd_0_offset_y + 20) & ~num_0_D;
	assign ssd_0_E = ~blank & (hcount >= ssd_0_offset_x & hcount <= ssd_0_offset_x + 3 & vcount >= ssd_0_offset_y + 10 & vcount <= ssd_0_offset_y + 20) & ~num_0_E;
	assign ssd_0_F = ~blank & (hcount >= ssd_0_offset_x & hcount <= ssd_0_offset_x + 3 & vcount >= ssd_0_offset_y & vcount <= ssd_0_offset_y + 10) & ~num_0_F;
	assign ssd_0_G = ~blank & (hcount >= ssd_0_offset_x & hcount <= ssd_0_offset_x + 12 & vcount >= ssd_0_offset_y + 9 & vcount <= ssd_0_offset_y + 12) & ~num_0_G;
	assign ssd_1_A = ~blank & (hcount >= ssd_1_offset_x & hcount <= ssd_1_offset_x + 12 & vcount >= ssd_1_offset_y & vcount <= ssd_1_offset_y + 3) & ~num_1_A;
	assign ssd_1_B = ~blank & (hcount >= ssd_1_offset_x + 9 & hcount <= ssd_1_offset_x + 12 & vcount >= ssd_1_offset_y & vcount <= ssd_1_offset_y + 10) & ~num_1_B;
	assign ssd_1_C = ~blank & (hcount >= ssd_1_offset_x + 9 & hcount <= ssd_1_offset_x + 12 & vcount >= ssd_1_offset_y + 10 & vcount <= ssd_1_offset_y + 20) & ~num_1_C;
	assign ssd_1_D = ~blank & (hcount >= ssd_1_offset_x & hcount <= ssd_1_offset_x + 12 & vcount >= ssd_1_offset_y + 17 & vcount <= ssd_1_offset_y + 20) & ~num_1_D;
	assign ssd_1_E = ~blank & (hcount >= ssd_1_offset_x & hcount <= ssd_1_offset_x + 3 & vcount >= ssd_1_offset_y + 10 & vcount <= ssd_1_offset_y + 20) & ~num_1_E;
	assign ssd_1_F = ~blank & (hcount >= ssd_1_offset_x & hcount <= ssd_1_offset_x + 3 & vcount >= ssd_1_offset_y & vcount <= ssd_1_offset_y + 10) & ~num_1_F;
	assign ssd_1_G = ~blank & (hcount >= ssd_1_offset_x & hcount <= ssd_1_offset_x + 12 & vcount >= ssd_1_offset_y + 9 & vcount <= ssd_1_offset_y + 12) & ~num_1_G;
	assign ssd_w_1 = (winner != 2'b0) & ~blank & (hcount >= ssd_w_offset_x & hcount <= ssd_w_offset_x + 5 & vcount >= ssd_w_offset_y & vcount <= ssd_w_offset_y + 26);
	assign ssd_w_2 = (winner != 2'b0) & ~blank & (hcount >= ssd_w_offset_x + 5 & hcount <= ssd_w_offset_x + 13 & vcount >= (-1 * hcount + ssd_w_offset_y + ssd_w_offset_x + 26) & vcount <= (-1 * hcount + ssd_w_offset_y + ssd_w_offset_x + 26 + 5));
	assign ssd_w_3 = (winner != 2'b0) & ~blank & (hcount >= ssd_w_offset_x + 13 & hcount <= ssd_w_offset_x + 21 & vcount >= (1 * hcount + ssd_w_offset_y - ssd_w_offset_x) & vcount <= (1 * hcount + ssd_w_offset_y - ssd_w_offset_x + 5));
	assign ssd_w_4 = (winner != 2'b0) & ~blank & (hcount >= ssd_w_offset_x + 21 & hcount <= ssd_w_offset_x + 26 & vcount >= ssd_w_offset_y & vcount <= ssd_w_offset_y + 26);
	assign ssd_i_1 = (winner != 2'b0) & ~blank & (hcount >= ssd_i_offset_x & hcount <= ssd_i_offset_x + 5 & vcount >= ssd_i_offset_y & vcount <= ssd_i_offset_y + 26);
	assign ssd_n_1 = (winner != 2'b0) & ~blank & (hcount >= ssd_n_offset_x & hcount <= ssd_n_offset_x + 5 & vcount >= ssd_n_offset_y & vcount <= ssd_n_offset_y + 26);
	assign ssd_n_2 = (winner != 2'b0) & ~blank & (hcount >= ssd_n_offset_x + 5 & hcount <= ssd_n_offset_x + 21 & vcount >= (1 * hcount + ssd_n_offset_y - ssd_n_offset_x - 5) & vcount <= (1 * hcount + ssd_n_offset_y - ssd_n_offset_x + 5));
	assign ssd_n_3 = (winner != 2'b0) & ~blank & (hcount >= ssd_n_offset_x + 21 & hcount <= ssd_n_offset_x + 26 & vcount >= ssd_n_offset_y & vcount <= ssd_n_offset_y + 26);
	always @ (posedge clk) begin
		case (score0)
			4'b0000: num_0_all = 7'b0000001;
			4'b0001: num_0_all = 7'b1001111;
			4'b0010: num_0_all = 7'b0010010;
			4'b0011: num_0_all = 7'b0000110;
			4'b0100: num_0_all = 7'b1001100;
			4'b0101: num_0_all = 7'b0100100;
			4'b0110: num_0_all = 7'b0100000;
			4'b0111: num_0_all = 7'b0001111;		
			4'b1000: num_0_all = 7'b0000000;
			4'b1001: num_0_all = 7'b0000100;
			default num_0_all = 7'b0000001;
		endcase
		case (score1)
			4'b0000: num_1_all = 7'b0000001;
			4'b0001: num_1_all = 7'b1001111;
			4'b0010: num_1_all = 7'b0010010;
			4'b0011: num_1_all = 7'b0000110;
			4'b0100: num_1_all = 7'b1001100;
			4'b0101: num_1_all = 7'b0100100;
			4'b0110: num_1_all = 7'b0100000;
			4'b0111: num_1_all = 7'b0001111;		
			4'b1000: num_1_all = 7'b0000000;
			4'b1001: num_1_all = 7'b0000100;
			default num_1_all = 7'b0000001;
		endcase
		num_0_A = num_0_all[6];
		num_0_B = num_0_all[5];
		num_0_C = num_0_all[4];
		num_0_D = num_0_all[3];
		num_0_E = num_0_all[2];
		num_0_F = num_0_all[1];
		num_0_G = num_0_all[0];
		num_1_A = num_1_all[6];
		num_1_B = num_1_all[5];
		num_1_C = num_1_all[4];
		num_1_D = num_1_all[3];
		num_1_E = num_1_all[2];
		num_1_F = num_1_all[1];
		num_1_G = num_1_all[0];
	end
	always @ (winner) begin
		case (winner)
			2'b01: begin
				ssd_w_offset_x = 150;
				ssd_w_offset_y = 230;
				ssd_i_offset_x = 180;
				ssd_i_offset_y = 230;
				ssd_n_offset_x = 190;
				ssd_n_offset_y = 230;			
			end
			2'b10: begin
				ssd_w_offset_x = 424;
				ssd_w_offset_y = 230;
				ssd_i_offset_x = 454;
				ssd_i_offset_y = 230;
				ssd_n_offset_x = 464;
				ssd_n_offset_y = 230;				
			end
			2'b00: begin
				ssd_w_offset_x = 150;
				ssd_w_offset_y = 230;
				ssd_i_offset_x = 180;
				ssd_i_offset_y = 230;
				ssd_n_offset_x = 190;
				ssd_n_offset_y = 230;					
			end
		endcase
	end
	always @ (posedge clk) begin
		if (paddle_0 || paddle_1) begin	 
			R = {invis_switch, invis_switch, invis_switch};
			G = {invis_switch, invis_switch, invis_switch};
			B = {invis_switch, invis_switch};
		end
		else if (ssd_n_1 || ssd_n_2 || ssd_n_3 || ssd_w_1 || ssd_w_2 || ssd_w_3 || ssd_w_4 || ssd_i_1 || ball || frame_t || frame_b || ssd_0_A || ssd_0_B || ssd_0_C || ssd_0_D || ssd_0_E || ssd_0_F || ssd_0_G|| ssd_1_A || ssd_1_B || ssd_1_C || ssd_1_D || ssd_1_E || ssd_1_F || ssd_1_G) begin
			R = 3'b111;
			G = 3'b111;
			B = 2'b11;
		end
		else begin	 
			R = 0;
			G = 0;
			B = 0;
		end
	end
endmodule
==> flow/run.sh <==
#!/bin/bash
# OpenROAD 26Q1-2900-gdf79404cd8, Yosys 0.63+post, stock flow scripts
make -C /OpenROAD-flow-scripts/flow DESIGN_CONFIG=/design/flow/config.mk WORK_HOME=/design/flow/orfs finish
==> flow/config.mk <==
export PLATFORM = sky130hd
export DESIGN_NAME = vga_display
export DESIGN_NICKNAME = vga_display
export VERILOG_FILES = /design/flow/design.v
export SDC_FILE = /design/flow/constraint.sdc
export NUM_CORES = 4
export LEC_CHECK = 1
export CORE_UTILIZATION = 40
==> flow/constraint.sdc <==
current_design vga_display

set clk_period 9.1
set clk_io_pct 0.2

create_clock -name clk0 -period $clk_period [get_ports {clk}]

set non_clock_inputs [all_inputs -no_clocks]
set_input_delay [expr $clk_period * $clk_io_pct] -clock clk0 $non_clock_inputs
set_output_delay [expr $clk_period * $clk_io_pct] -clock clk0 [all_outputs]
==> job_summary.md <==
## PnR job results

| Metric | Value |
|---|---|
| Status | finished, final reports clean |
| Total power | 0.345 mW |
| Buffers on Ports | 65 |
| Endpoints left unconstrained | 29 |
| DRT iter0 DRCs | 698 |
| All-layer global routing usage | 22.8% |
| Filler cell count | 2,947 |
| RSZ-0062 raised after global routing | no |
| Worst Skew | 5.64 ps |
| Antenna violations before repair | 0 |
| Core Util, Final | 44.7% |
| Crit path kind | input port to flip-flop |
| Max VDD drop | 0.0000673 V |
| Crit path DAT | 5650 ps |
| Tool Warnings | 91 |
| Startpoint Class | input port |
| Die area | 0.0308 mm² |
| Sw Share | 33.8% |
| Simple-Gate Area Share | 18.0% |
| Slowest cell on crit path | clkdlybuf4s50_1 |
| First-pass detailed-route iteration total | 5 |
| Post-synthesis xor/xnor area fraction | 7.64% |
| Critical Path End Type | flip-flop |
| Max Cap Violations | 0 |
| Yosys top cell area share | 29.4% |
| CP cell instances | clkdlybuf4s50_1, ha_1, fa_1, a21o_1, a21oi_1, o21bai_1, a21oi_1, nor3_1, xnor2_1, ha_1, nand4_1, nor2_1, a31oi_1, a2bb2oi_1, a21oi_1, a32oi_1, nand4_1, a2111oi_2, a21oi_1 |
| Register pins left without a clock | 27 |
| Post-synth ARST share | 0% |
| Distinct cell type count after synthesis | 82 |
| Adder Area Share | 38.4% |
| Most used cell, CP | a21oi_1 |
| Cell area power density | 26.0 mW/mm² |
| Final Setup Violations | 0 |
| Post-synthesis register bit count | 45 |
| YS warnings | 2 |
| Worst Tran Pin Value | 788 ps |
| Drt wl/cell | 17.5 µm |
| Final Cycle Share | 60.8% |
| Clock transition at path regs | 60 ps |
| Synth Flop Type | dfxtp_1 |
| Power Internal | 0.228 mW |
| Most numerous logic cell after layout | ha_1 |
| Post-detailed-route DRC marker count | 0 |
| Mux share | 0.770% |
| Logic pwr share | 46.5% |
| Cell area after synthesis | 0.0120 mm² |
| Complex Gates by Area | 20.8% |
| Vert. Die Dim | 175 µm |
| Worst Path Buf+Inv | 1 |
| Net Sw Power | 0.117 mW |
| Share of layout cells above drive strength 1 | 2.92% |
| Clk pwr share | 28.8% |
| Endpoints failing hold | 0 |
| Sequential Power Share | 24.7% |
| Via count of the routed design | 10.8k |
| Syn_area_per_cell | 8.08 µm² |
| Hold Path Class | flip-flop to flip-flop |
| FP Rows | 63 |
| Drt via density | 5.61 |
| LEAKAGE | 6.37 nW |
| Postcts setup bufs | 0 |
| Peak Freq | 181 MHz |
| Core Density at Floorplan | 40.6% |
| Min Tclk post-route | 5530 ps |
| Overflow after GRT | 0 |
| GPL Wtd Cong | 0.976 |
| Kind of cell adding the most delay to the critical path | AND-OR/OR-AND gates |
| YS chip area | 0.0120 mm² |
| CTS tree | yes |
| Post-DP HPWL | 27,800 µm |
| Wire length of the first global-routing pass | 54,500 µm |
| Htree depth | 1 |
| Cell Area, Placed | 0.0132 mm² |
| Top cells by area | ha_1, fa_1, dfxtp_1 |
| Largest net degree at the start of global routing | 26 |
| Total core area | 0.0296 mm² |
| Req. time, crit path | 9230 ps |
| Ant. Diodes | 0 |
| EDFF count, synth | 0 |
| Most frequent cells in the layout | ha_1, inv_1, nor2_1 |
| IO Pins | 66 |
| Vias in the first global route | 10.3k |
| Clk root buf | clkbuf_16 |
| Worst-path maximum fanout | 3 |
| Hold buffer count at cts | 0 |
| Total CTS buffers | 3 |
| Main logic family after synthesis | adder cells |
| Cell total in the yosys stat output | 1,488 |
| Slew HR | 46.1% |
| # resized after CTS | 0 |
| Setup tns final | 0 ps |
| Die X | 175 µm |
| Clk latency late pin | 250 ps |
| Post-route cell area | 0.0132 mm² |
| ANT nets after route | 0 |
| Syn-to-layout area delta | 10.1% |
| Clock Path Buffers | 2 |
| Pins Over Slew Limit | 0 |
| Post-synthesis instance total | 1,488 |
| CP max stage delay | 450 ps |
| Final WL | 33,800 µm |
| Area leader, netlist | ha_1 |
[flip-flops by register name, indices dropped and copies added, names as in the netlist, 2 cells and up]
name            count
count               2
vc.vcounter        11
ssd_w_offset_x      2
vc.hcounter        11
[per-layer routing]
layer | routed length (µm) | GRT usage [%] | vias to the layer above
met4 | 567 | 3.15 | 0
met1 | 16700 | 35.1 | 4991
met5 | 0 | 0 | -
met3 | 1880 | 2.49 | 33
li1 | - | - | 5484
met2 | 14700 | 35.5 | 329
[worst register-to-register path: stages (launching register included)]
cell	delay (ps)
dfxtp_1	300
inv_1	40
a32o_1	210
a211o_1	260
a21oi_1	290
nand4_1	220
a2111oi_2	380
a21oi_1	110
[path summary, 6_finish.rpt]
kind	cells after the start	end	start	slack [ps]
max	19	R[1]	paddlewidth[0]	3570
min reg2reg	0	clk_25Mhz	count[1]	370
max reg2reg	7	R[1]	num_1_G	7170
min	0	clk_25Mhz	count[1]	370
[layout make-up]
cell class                 instances  area (µm²)  area share, %
clock buffer                       4        88.8          0.671
multi-input combinational       1229       10300           77.8
inverter                         181         679           5.13
sequential                        45         891           6.73
tap                              390         488           3.69
timing repair buffer              84         793           5.99
[Yosys cell counts, drive strengths merged, types with 8 or more instances]
cell type  count
and3           8
nor3          29
o21a          26
o22ai         12
fa            54
a21oi         72
nand2         74
or3            9
buf           10
clkbuf        23
nor2b         21
nand2b        26
o21bai        11
a21o          31
nand4         33
o211ai        16
o2111ai        8
o21ai         68
a211oi        18
nor2          92
inv          180
ha           283
a2111oi       14
xnor2         74
xor2          30
a211o         14
dfxtp         43
and2          15
a31oi         14
nand3         55
nor4          16
[per-stage QoR]
stage,instances,hold WS (ps),setup slack (ps)
floorplan,1488,349,4160
global placement,1929,354,3440
detailed placement,1929,357,3320
CTS,1933,369,3570
global route,1933,385,3220
finish,1933,369,3570
[cells by family after synthesis]
family | count (synthesis)
flip-flops | 43
buffers and inverters | 214
XOR/XNOR | 104
AND/OR/NAND/NOR | 416
multiplexers | 9
latches | 2
adder cells (fa/ha/maj) | 337
AND-OR/OR-AND | 363
[power by group through the flow]
stage         Combinational, mW  Clock [mW]  Sequential (mW)
finish                    0.160      0.0994           0.0853
global route              0.183       0.105           0.0856
CTS                       0.160      0.0997           0.0853
Power and IR drop assume default switching activity.
