## flow/run.sh

```bash
#!/bin/bash
# OpenROAD 26Q1-2900-gdf79404cd8, Yosys 0.63+post, stock flow scripts
make -C /OpenROAD-flow-scripts/flow DESIGN_CONFIG=/design/flow/config.mk WORK_HOME=/design/flow/orfs finish
```

## flow/config.mk

```make
export PLATFORM = sky130hd
export DESIGN_NAME = ButtonDebouncer
export DESIGN_NICKNAME = ButtonDebouncer
export VERILOG_FILES = /design/flow/design.v
export SDC_FILE = /design/flow/constraint.sdc
export NUM_CORES = 4
export LEC_CHECK = 1
export CORE_AREA = 10 10 102 102
export DIE_AREA = 0 0 112 112
```

## flow/constraint.sdc

```tcl
current_design ButtonDebouncer

set clk_period 4.3
set clk_io_pct 0.2

create_clock -name clk0 -period $clk_period [get_ports {clk}]

set non_clock_inputs [all_inputs -no_clocks]
set_input_delay [expr $clk_period * $clk_io_pct] -clock clk0 $non_clock_inputs
set_output_delay [expr $clk_period * $clk_io_pct] -clock clk0 [all_outputs]
```

## flow/design.v

```verilog
`timescale 1ns / 1ps
module ButtonDebouncer(debounced, signal, clk);
    input signal;
    input clk;
    output debounced;
	reg [25:0] delay =26'b0;
	reg [1:0] state = 2'b00;
	reg debounced = 1'b0;
	always @ (posedge clk) begin
		case (state)
			2'b00: begin
				if (signal) begin
					state = 2'b01;
				end
				debounced = 0;
				delay = 26'b0;
			end
			2'b01: begin
				debounced = 1;
				state = 2'b10;
			end
			2'b10: begin
				debounced = 0;
				if (delay >= 454545) begin
					state = 2'b00;
				end else begin
					delay = delay + 1;
				end
			end
		endcase
	end
endmodule
```

==> job_summary.md <==
### Yosys + OpenROAD results

| Metric | Value |
|---|---|
| Setup bufs post-CTS | `0` |
| Ratio of cells with drive above 1 in the final layout | `8.33%` |
| CP Class | `register to register` |
| CTS tree | `done` |
| Iter 0 DRT Violations | `51` |
| Period minus WS final | `~2.9 ns` |
| AO/OA Area Share | `11.5%` |
| Yosys warning count | `1` |
| Vias per inst | `roughly 4.5` |
| # port buffers | `2` |
| Final Hold Viols | `0` |
| DR WL/cell | `11.2 um` |
| DRT antenna net count | `0` |
| Pre-antenna DRT Iters | `4` |
| Inserted Clock Buffers | `5` |
| Count of library flops with an enable pin | `29` |
| Synth Area in Simple Gates | `22.6%` |
| CTS root buf | `clkbuf_8` |
| R2R depth | `6` |
| RePlAce Congestion | `0.768` |
| Area growth from synthesis to layout | `14.1%` |
| Core area | `0.00822 sq mm` |
| Clock Sinks | `29` |
| Cycle use final | `67.3%` |
| Unrepaired setup endpoints after global routing | `no` |
| Synth mux share | `0%` |
| Cell Area, Placed | `approximately 0.0018 sq mm` |
| Clk_skew | `between 0.004 and 0.005 ns` |
| Ys async rst share | `0%` |
| GR Overflow Total | `0` |
| Synth Area in Adders | `5.15%` |
| Hold WC Path Type | `register to register` |
| Hold path depth | `1` |
| Number of I/O pins | `3` |
| Synth Seq Share | `51.2%` |
| Top FF cell, synth | `edfxtp_1` |
| Htree depth | `2` |
| Post-CTS Hold Buffers | `0` |
| Worst setup path start | `delay[0]` |
| CP Capture Type | `register` |
| Overall global routing resource usage | `4.84%` |
| YS chip area | `0.00170 sq mm` |
| Min-Delay Endpoint | `state[1]` |
| FF-to-FF Start | `delay[0]` |
| Mean Syn Cell Area | `10.5 sq um` |
| Mapped Cells | `162` |
| Post-cts sizing count | `0` |
| MaxCap Viol Count | `0` |
| WP data required | `4.27 ns` |
| Slew @ Worst Pin | `0.756 ns` |
| First-pass GRT wire length | `5.35 mm` |
| Clock buffer depth | `2` |
| Maximum fanout along the worst path | `15` |
| Die W | `112 um` |
| XOR/XNOR Fraction of Synth Area | `5.15%` |
| Mapped Area | `0.00170 sq mm` |
| Antenna fix cells | `0` |
| Fp util | `between 20 and 25%` |
| Status | `finished clean` |
| Setup TNS | `0 ns` |
| Hold path startpoint | `state[0]` |
| Post-synthesis cell type count | `32` |
| Leakage | `~0.62 nW` |
| Power Density | `approximately 650 mW/mm^2` |
| Max-slew violations | `0` |
| Vias | `1,229` |
| Worst-path clk slew | `0.06 ns` |
| Slew HR | `48.3%` |
| DP HPWL | `2.04 mm` |
| Critical path startpoint category | `register` |
| # rows | `33` |
| Clk latency late pin | `0.28 ns` |
| FF-to-FF End | `delay[11]` |
| Yosys Instances | `162` |
| Number of global-route vias before repair | `~1.2k` |
| Die footprint | `0.0125 sq mm` |
| R2R Setup Slk | `1.41 ns` |
| Arrival time worst endpoint | `about 2.9 ns` |
| Die Y | `112 um` |
| Tool warnings | `30` |
| Final WL | `3.05 mm` |
| Initial antenna violation count | `0` |
| Largest net degree at the start of global routing | `27` |
| Registers, synthesis | `29` |
| Fmax | `roughly 350 MHz` |
| Post-route cell area | `0.00194 sq mm` |
| Synth logic family | `simple AND/OR/NAND/NOR gates` |
| VDD IR max | `0.290 mV` |
| Setup violators final | `0` |
| DRC Markers | `0` |
## per-stage QoR
stage / total power (W) / util (%) / std cells / setup slack (ns) / hold slack [ns]
global placement: 0.000988 / 22.3 / 265 / 1.47 / 0.603
floorplan: 0.000876 / - / 162 / 1.62 / 0.594
global route: 0.00136 / 23.6 / 273 / 1.21 / 0.676
finish: 0.00126 / 23.6 / 273 / 1.41 / 0.635
detailed placement: 0.000998 / 22.3 / 265 / 1.39 / 0.623
CTS: 0.00128 / 23.6 / 273 / 1.39 / 0.644
## Yosys cell counts, types with 3 or more instances
library cell | count | share of area [%]
xnor2_1 | 6 | 3.1
ha_1 | 7 | 5.2
clkbuf_1 | 3 | 0.66
a21oi_1 | 14 | 4.1
nand2_1 | 6 | 1.3
or3_1 | 6 | 2.2
xor2_1 | 4 | 2.1
nor3_1 | 3 | 0.88
edfxtp_1 | 29 | 51
o31ai_1 | 6 | 2.6
nand3_1 | 9 | 2.6
or4_1 | 7 | 3.1
and4_1 | 3 | 1.5
nor2_1 | 14 | 3.1
o21ai_0 | 9 | 2.6
nand4_1 | 5 | 1.8
inv_1 | 12 | 2.6
## layer usage
metal  GRT usage [%]  wire length (um)  vias up
met2            7.38              1390       10
met4           0.931                31        0
met3            1.30                93        2
met1            6.81              1530      597
met5               0                 0        -
li1                -                 -      620
## final cells by class
| cell class | count | area, sq um |
|---|---|---|
| Fill cell | 861 | 6280 |
| Sequential cell | 29 | 871 |
| Multi-Input combinational cell | 115 | 754 |
| Tap cell | 105 | 131 |
| Clock buffer | 6 | 72.6 |
| Inverter | 13 | 48.8 |
| Clock inverter | 2 | 33.8 |
| Timing Repair Buffer | 3 | 27.5 |
## flip-flops by register name, summed over array words and instances (netlist names)
name       cells
debounced      1
delay         26
state          2
## layout by cell type (no fill, tap or decap), types with 2 or more instances in the layout
cell             count
nand4_1              5
nand3_1              9
a21oi_1             14
or4b_2               2
nor2_1              14
or3_2                2
xor2_1               4
and4_1               3
or4_1                7
nor3_1               3
ha_1                 7
o21ai_0              9
or3_1                6
inv_1               12
nand2_1              6
o31ai_1              6
clkdlybuf4s50_1      2
and3_1               2
xnor2_1              6
and2_1               2
clkinv_1             2
clkbuf_8             5
edfxtp_1            29
## cell families after synthesis
| group | count (synthesis) |
|---|---|
| flip-flops | 29 |
| AND/OR/NAND/NOR | 65 |
| AND-OR/OR-AND | 33 |
| XOR/XNOR | 10 |
| buffers and inverters | 18 |
| adder cells (fa/ha/maj) | 7 |
## worst max-delay path by stage
stage         slack [ns]  cells past startpoint         to
finish              1.41                      6  delay[11]
CTS                 1.39                      6   delay[8]
global route        1.21                      6  delay[12]
## where the power goes
part | switching, W | leakage (nW) | internal, W | total, W
sequential | 0.000137 | 0.283 | 0.000509 | 0.000646
clock | 0.0000983 | 0.0528 | 0.000171 | 0.000269
combinational | 0.000211 | 0.284 | 0.000132 | 0.000344
## worst max-delay path: stages, from the launching register on
cell	delay [ns]
edfxtp_1	0.48
ha_1	0.23
or4b_2	0.65
a211oi_1	0.27
o211a_1	0.19
a211o_1	0.43
buf_4	0.33
Power is estimated from default activity; no workload was simulated.
